[flow/run.sh]
#!/bin/bash
# OpenROAD 26Q1-2900-gdf79404cd8, Yosys 0.63+post, stock flow scripts
make -C /OpenROAD-flow-scripts/flow DESIGN_CONFIG=/design/flow/config.mk WORK_HOME=/design/flow/orfs finish
[flow/config.mk]
export PLATFORM = sky130hd
export DESIGN_NAME = crc
export DESIGN_NICKNAME = crc
export VERILOG_FILES = /design/flow/design.v
export SDC_FILE = /design/flow/constraint.sdc
export NUM_CORES = 4
export LEC_CHECK = 1
export CORE_AREA = 10 10 76 76
export DIE_AREA = 0 0 86 86
[flow/constraint.sdc]
current_design crc

set clk_period 2.4
set clk_io_pct 0.2

create_clock -name clk0 -period $clk_period [get_ports {i_clk}]

set non_clock_inputs [all_inputs -no_clocks]
set_input_delay [expr $clk_period * $clk_io_pct] -clock clk0 $non_clock_inputs
set_output_delay [expr $clk_period * $clk_io_pct] -clock clk0 [all_outputs]
[flow/design.v]
module crc
	(
		input i_rst_n,
		input i_clk,
		input[2:0] i_data,
		output[3:0] o_crc_code,
		output o_crc_done
	);
	parameter GX = 5'b10111;
	reg[7:0] r_shift;
	reg[2:0] r_cnt;
	reg[3:0] r_crc_code;
	reg r_crc_done;
	assign o_crc_done = r_crc_done;
	assign o_crc_code = r_crc_code;
	always@( posedge i_clk, negedge i_rst_n)
	begin
		if(~i_rst_n)
		begin
			r_crc_code <= 4'b0;
			r_crc_done <= 1'b0;
			r_shift <= 8'b0;
			r_cnt <= 3'b0;
		end
		else
			if(r_cnt == 3'd3)	 
			begin
				r_shift <= {1'b0, i_data, 4'b0};
				r_cnt <= 3'b0;
				r_crc_code <= r_shift[6:3];
				r_crc_done <= 1'b1;
			end
			else
			begin
				if(r_shift[6] == 1'b1) 
				begin
					r_shift[7:3] <= r_shift[6:2] ^ GX;
					r_shift[2:0] <= {r_shift[1:0], 1'b0};
				end
				else	 
					r_shift <= {r_shift[6:0], 1'b0};
				r_cnt <= r_cnt + 3'd1;
				r_crc_done <= 1'b0;
			end
	end
endmodule
==> results.txt <==
From the run reports.

- The run finished with clean final reports.
- The type of origin of the critical path is a flip-flop.
- The core utilization before placement reads 11.5%.
- In the global route stage, overall resource usage came out at 2.44%.
- The tree built by TritonCTS fans out to 12 sinks.
- The H-tree depth is 1.
- The number of inserted diodes is 0.
- The upper clock frequency limit is 651 MHz.
- On the critical path, the stage with the largest delay is an instance of clkdlybuf4s50_1.
- The chip occupies 7400 um^2.
- Setup repair after global routing left no endpoint under its margin.
- Leaving out filler cells and counting taps, the final layout contains 90.
- Per the CTS log, the buffer count on the longest clock path is 2.
- Per the final report, max-transition violations number 0.
- The post-route DRC violation count reads 0.
- The class of the tightest hold or removal check reads flip-flop to flip-flop.
- The post-synthesis to final-layout area growth reads 37.8%.
- Hold analysis shows the worst path with a depth of 1.
- The final total negative setup slack is 0 ns.
- The delay of the slowest cell on the worst path is 0.47 ns.
- The total number of placement rows reads 23.
- The clock latency reported for the late side of the worst-skew pair is 0.23 ns.
- The mean instance size in the synthesized netlist reads 16.3 um^2.
- Looking at the max-slew report, the worst-margin pin has a slew of 0.506 ns.
- Among cell families on the critical path, the largest total delay comes from buffers and inverters.
- The final wirelength is 844 um.
- The register-to-register setup slack is 1.16 ns.
- The number of cells in the design after placement is 87.
- The tool flagged a number of max-cap violations equal to 0.
- The initial antenna violation count is 0.
- In this run the worst path has a maximum fanout of 2.
- The aggregate global routing overflow is 0.
- Sequential cells were found to cover 63.5% of the synthesized design area.
- Per the layout area report, the register area comes to 300 um^2.
- The maximum number of pins on one net before global-route repair reads 13.
- The root buffer cell is clkbuf_8.
- The start point of the worst min-delay path reads r_cnt[0]$_DFF_PN0_.
- In this run the tightest slew margin relative to its limit is 66.1%.
- After synthesis, the design contains 29 cells according to Yosys.
- The final number of setup-violating endpoints is 0.
- The global-route wire length before repair reads 1400 um.
- The origin of the critical flop-to-flop path is r_cnt[0]$_DFF_PN0_.
- The leakage power in the latest report is 0.282 nW.
- The cell count after synthesis came out at 29.
- The detailed-placement wirelength estimate is 674 um.
- The number of port buffers reads 9.
- The via count of the first global-routing pass reads 265.
- In the final layout, the share of cells above drive strength 1 is 37.5%.
- The total vias in the final route is 242.
- The required time of the critical path is 1.92 ns.
- The area taken by multi-input logic gates is 154 um^2.
- The combined buffer and inverter count along the critical path is 1.
- The number of clock buffers inserted by TritonCTS reads 3.
- OpenROAD emitted warnings numbering 25.
- The total cell area reported by yosys after synthesis reads 473 um^2.
- The final worst-path cycle share reads 64.0%.
- The library cells used most frequently in the layout, excluding fill and tap cells, are dfrtp_1 (12), clkdlybuf4s50_1 (9), mux2_2 (6), clkbuf_8 (3).
- The core region is 4120 um^2.
- The library cell used most frequently in the layout, excluding fill and tap cells, is dfrtp_1.
- The final critical-path required period is 1.54 ns.
- The number of primary I/O pins is 10.
- The worst reg-to-reg path cell count is 4.
- The final routed wire length divided by cell count is 9.38 um.
- Per the OpenROAD floorplan log, the width of the die is 86 um.
- STA lists the endpoint of the worst register-to-register path as r_shift[6]$_DFF_PN0_.
- The worst vdd rail ir drop reads 0.189 mV.
- The post-CTS setup buffer count reads 0.
- The first routing iteration left 20 violations.
- Walking the worst path, the cells encountered are clkdlybuf4s50_1.
- The number of endpoints with negative hold slack in the final report is 0.
- The CTS tree reads yes.
- The antenna violation net count after detailed routing reads 0.
- On the reported timing paths, the clock transition at the registers reads 0.05 ns.
- The cell area that synthesis handed to floorplanning was 473 um^2.
- The iteration count recorded for the first detailed-route pass is 3.
- The count of cell types in the netlist is 11.
- By startpoint and endpoint, the worst setup path is classified as flip-flop to output port.
- The die is 86 um tall.
- The worst-case hold path end point is r_cnt[0]$_DFF_PN0_.
- The hold-fix buffer count after cts reads 0.
- The number of warnings issued by yosys reads 1.
- The worst path arrival time reads 1.06 ns.
- The total of fill cells in the finished design is 455.
- The critical path endpoint category reads an output port.
- In the final run the clock tree shows a worst skew of 0.000437 ns.
- In this run, synthesis produced a sequential element count of 12.
- The number of gates given a new drive strength after cts is 0.
- The detailed-route vias per instance is 2.69.
- The final estimated routing congestion in global placement reads 0.687.
- Dividing total power by cell area gives a power density of 672 nW/um^2.
-- how the worst max path moves through the flow --
stage / slack, ns / to / startpoint / depth (start not counted)
finish: 0.86 / o_crc_code[2] / r_crc_code[2]$_DFFE_PN0N_ / 1
CTS: 0.83 / o_crc_code[2] / r_crc_code[2]$_DFFE_PN0N_ / 1
global route: 0.81 / o_crc_code[2] / r_crc_code[2]$_DFFE_PN0N_ / 1
-- power breakdown --
part | internal, W | leakage, nW | switching (W) | total, W
sequential | 0.000215 | 0.148 | 0.00000684 | 0.000222
clock | 0.000110 | 0.0216 | 0.0000653 | 0.000175
combinational | 0.0000316 | 0.113 | 0.00000935 | 0.0000409
-- registers in the layout, summed over array words and instances (netlist names) --
signal and cells:
r_cnt 3, r_crc_done 1, r_crc_code 4, r_shift 4
-- final cells by class --
| type | count | area share, % |
|---|---|---|
| Clock buffer | 3 | 6.33 |
| Inverter | 1 | 0.576 |
| Multi-Input combinational cell | 15 | 23.6 |
| Sequential cell | 12 | 46.1 |
| Tap cell | 50 | 9.60 |
| Timing Repair Buffer | 9 | 13.8 |
-- Yosys cell counts --
| library cell | instances | area (um^2) |
|---|---|---|
| mux2_2 | 6 | 67.6 |
| nor2_1 | 1 | 3.75 |
| nand2b_4 | 1 | 13.8 |
| buf_8 | 1 | 15.0 |
| ha_1 | 1 | 12.5 |
| dfrtp_1 | 12 | 300 |
| and2_2 | 2 | 15.0 |
| inv_2 | 1 | 3.75 |
| and2b_2 | 1 | 8.76 |
| mux2_4 | 1 | 15.0 |
| xor2_1 | 2 | 17.5 |
-- logic make-up (layout without fill, tap and decap cells) --
logic type / Yosys count / in the layout / synth area share, %
DFF: 12 / 12 / 63.5
xor gates and xnor gates: 2 / 2 / 3.70
muxes: 7 / 7 / 17.5
and+or+nand+nor: 5 / 5 / 8.73
buffers and inverters: 2 / 13 / 3.97
adders and majority gates: 1 / 1 / 2.65
-- layer usage --
metal | wire length, um | global-route usage (%) | part of all wire, % | vias up
li1 | - | - | - | 121
met3 | 107 | 2.00 | 13 | 0
met1 | 388 | 2.94 | 46 | 112
met5 | 0 | 0 | 0 | -
met4 | 0 | 0.150 | 0 | 0
met2 | 348 | 3.45 | 41 | 9
-- stage by stage --
step                util (%)  setup WS [ns]  power [W]  instance area (um^2)  hold slack (ns)
floorplan                  -           1.18   0.000234                   473            0.184
global placement        14.8           1.09   0.000268                   611            0.427
detailed placement      14.8           1.08   0.000268                   611            0.437
CTS                     15.8          0.830   0.000444                   652            0.444
global route            15.8          0.810   0.000464                   652            0.457
finish                  15.8          0.865   0.000438                   652            0.446
Power is estimated from default activity; no workload was simulated.
