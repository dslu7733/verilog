`run.sh`:
```
#!/bin/bash
# OpenROAD 26Q1-2900-gdf79404cd8, Yosys 0.63+post, stock flow scripts
make -C /OpenROAD-flow-scripts/flow DESIGN_CONFIG=/design/flow/config.mk WORK_HOME=/design/flow/orfs finish
```
`config.mk`:
```
export PLATFORM = sky130hd
export DESIGN_NAME = counter
export DESIGN_NICKNAME = counter
export VERILOG_FILES = /design/flow/design.v
export SDC_FILE = /design/flow/constraint.sdc
export NUM_CORES = 4
export LEC_CHECK = 1
export CORE_AREA = 10 10 70 70
export DIE_AREA = 0 0 80 80
```
`constraint.sdc`:
```
current_design counter

set clk_period 1.4
set clk_io_pct 0.2

create_clock -name clk0 -period $clk_period [get_ports {clk}]

set non_clock_inputs [all_inputs -no_clocks]
set_input_delay [expr $clk_period * $clk_io_pct] -clock clk0 $non_clock_inputs
set_output_delay [expr $clk_period * $clk_io_pct] -clock clk0 [all_outputs]
```
`design.v`:
```
module counter(q, cout, reset, cin, clk);
	parameter N = 4;
	input reset, cin, clk;
	output cout;
	output[N:1] q;
	reg[N:1] q;
	always @(posedge clk)
	begin
		if(reset) q<=0;
		else
			q<=q+cin;
	end
	assign cout=&q && cin;
endmodule
```
==> flow_metrics.py <==
# Metrics from the implementation run
metrics = {
    "power_and_ir_drop": {
        "combPwrFrac_pct": 10.3,
        "p_int_uw": 238,
        "sw_frac_of_total_pct": 19.9,
        "seq_power_share_pct": 42.7,
        "p_leak_nw": 0.142,
        "vdd_drop_max_mv": 0.0873,
        "power_density_mw_per_mm2": 853,
        "p_clk_share_pct": 47.0,
        "p_sw_uw": 59.2,
    },
    "logic_synthesis": {
        "synth_area_um2": 178,
        "ys_types": 9,
        "yosys_area_um2": 178,
        "yosysWarningCount": 1,
        "synth_area_per_cell_um2": 10.5,
        "yosys-stat-cells": 17,
        "numSynthFlops": 4,
        "yosysTopAreaCellShare_pct": 45.1,
        "syn_inst": 17,
        "top_area_cell": "dfxtp_1",
        "ys_seq_share_pct": 45.1,
        "area_leaders": "dfxtp_1, ha_1, nor2b_1",
    },
    "critical_path": {
        "ff2ff_setup_slack_ns": 0.35,
        "critPathRequiredTime_ns": 1.12,
        "cp_slowest_cell": "clkdlybuf4s50_1",
        "crit_type": "reg2out",
        "rr_worst_depth": 4,
        "arrival_ns": 1.06,
        "critPathBufInv": 1,
        "startpoint_type": "flop",
        "crit_path_end_kind": "primary output",
        "critPathMaxFanout": 4,
        "path_cells": "clkdlybuf4s50_1",
        "cp.depth": 1,
        "max_stage_delay_ns": 0.48,
        "cp_top_family": "buffers and inverters",
    },
    "global_route": {
        "grt_pass1_vias": 200,
        "grt_max_degree": 6,
        "grtUsageTotal_pct": 1.90,
        "grt_first_pass_wirelength_um": 917,
        "antenna_found_initial": 0,
        "overflow": 0,
    },
    "place": {
        "portBuffers": 7,
        "hpwl_um": 465,
        "placed_area_um2": 328,
        "routabilityCongestion": 0.662,
    },
    "cells_and_area": {
        "largest_reg_flops": 4,
        "syn_to_final_growth_pct": 95.8,
        "top_regs": "q x4",
        "seq_area_um2": 86.3,
        "design_area_um2": 348,
        "top_register": "q",
        "final.fill_count": 411,
        "drive_above_1_share_pct": 34.5,
        "final_layout_top_logic_cells": "dlygate4sd2_1, nor2_1, nor2b_1, clkbuf_4, clkdlybuf4s50_1",
        "lay_top_count": "dlygate4sd2_1",
        "combGateArea_um2": 97.6,
    },
    "final_timing": {
        "tightestPinTransition_ns": 0.185,
        "rsz0062_at_grt": "false",
        "finalHoldViolations": 0,
        "fin_crit_sh_pct": 95.9,
        "finalHoldWorstSlack_ns": 0.538,
        "slew_viol_final": 0,
        "setup_viol": 0,
        "fmax_mhz": 745,
        "fin_worst_skew_ns": 0.000800,
        "fin_crit_ns": 1.34,
        "relSlewSlack_pct": 87.7,
    },
    "route": {
        "met1Wirelength_um": 164,
        "topRoutingLayerUsed": "met3",
        "met2_wirelength_um": 321,
        "vias": 155,
        "routedWlPerCell_um": 6.96,
        "drt_iter0_drc": 3,
        "drt-pass1-iter-count": 3,
        "routed_wl_um": 522,
        "drc": 0,
        "antenna_left": 0,
        "antennaDiodeCount": 0,
        "drt-vias-per-instance": 2.07,
        "wl_met3_um": 36,
    },
    "job": {
        "tool_warnings": 25,
        "maxCapViolCount": 0,
    },
    "clock_tree": {
        "clk_pin_slew_worst_paths_ns": 0.04,
        "cts.sinks": 4,
        "cts_buffer_depth": 2,
        "numCtsBuffers": 3,
        "ctsRootBufferMaster": "clkbuf_4",
        "htreeDepth": 1,
        "cts_tree": "done",
        "clock_latency_ns": 0.23,
        "cts_hold_buf": 0,
    },
    "die": {
        "initial_utilization_pct": 5.20,
        "die_x_um": 80,
        "ioPinCount": 8,
        "core-area_mm2": 0.00342,
        "std_cell_rows": 21,
        "die_h_um": 80,
        "die_area_mm2": 0.00640,
    },
    "min_path": {
        "hold_path.class": "in2reg",
        "holdPathStages": 3,
    },
    "outcome": {
        "status": "complete, no violations",
    },
}
==> logic make-up (layout without fill, tap and decap cells) <==
family,after synthesis,in the layout,synth area share (%)
xor+xnor,1,1,4.93
fa+ha+maj,2,2,14.1
buf+inv,0,12,0
flops,4,4,45.1
mux,1,1,8.45
simple gates,9,9,27.5
==> per-stage QoR <==
step / total power, mW / std cells / TNS, ns / setup slack [ns] / utilization (%)
after floorplan: 0.137 / 17 / 0 / 0.430 / -
after global placement: 0.164 / 73 / -0.514 / -0.353 / 9.60
after detailed placement: 0.164 / 73 / -0.564 / -0.344 / 9.60
after CTS: 0.306 / 75 / 0 / 0.0276 / 10.1
after global routing: 0.317 / 75 / 0 / 0.0167 / 10.2
final: 0.297 / 75 / 0 / 0.0575 / 10.2
==> layer usage <==
layer | GRT usage [%] | up-vias
met3 | 1.36 | 0
met5 | 0 | -
met4 | 0.528 | 0
met1 | 1.53 | 72
met2 | 3.53 | 2
li1 | - | 81
==> synth_stat cells, drive strengths merged <==
master and instances:
dfxtp 4, nor2 3, nor2b 3, ha 2
nand3 2, mux2 1, nand2 1, xnor2 1
==> power groups by stage <==
stage / Clock, mW / Combinational [mW] / Sequential (mW)
6_report: 0.139 / 0.0305 / 0.127
5_1_grt: 0.153 / 0.0356 / 0.128
4_1_cts: 0.147 / 0.0314 / 0.128
==> path summary, 6_finish.rpt <==
path,startpoint,to
worst max-delay path,q[2]$_SDFF_PP0_,q[2]
worst min-delay path,cin,q[1]$_SDFF_PP0_
worst max register to register,q[1]$_SDFF_PP0_,q[3]$_SDFF_PP0_
worst min register to register,q[2]$_SDFF_PP0_,q[4]$_SDFF_PP0_
==> layout make-up <==
cell class	count	area share, %
Sequential cell	4	24.8
Timing Repair Buffer	9	24.1
Tap cell	46	16.5
Clock buffer	3	6.47
Multi-Input combinational cell	13	28.1
==> what timing repair did <==
action,CTS,global route
endpoints found under the setup margin,4,1
gates resized,8,1
setup buffers,0,0
No activity file was given, so power comes from the tool's default toggle rates.
